### config.mk
export PLATFORM = sky130hd
export DESIGN_NAME = complement
export DESIGN_NICKNAME = complement
export VERILOG_FILES = /design/flow/design.v
export SDC_FILE = /design/flow/constraint.sdc
export NUM_CORES = 4
export LEC_CHECK = 1
export CORE_AREA = 10 10 70 70
export DIE_AREA = 0 0 80 80
### constraint.sdc
current_design complement

set clk_period 1.0
set clk_io_pct 0.2

create_clock -name clk0 -period $clk_period

set non_clock_inputs [all_inputs -no_clocks]
set_input_delay [expr $clk_period * $clk_io_pct] -clock clk0 $non_clock_inputs
set_output_delay [expr $clk_period * $clk_io_pct] -clock clk0 [all_outputs]
### design.v
module complement(data,compdata);
	 input [63:0] data;
    output [63:0] compdata;
	assign compdata = ~data;
	endmodule
### run.sh
#!/bin/bash
# OpenROAD 26Q1-2900-gdf79404cd8, Yosys 0.63+post, stock flow scripts
make -C /OpenROAD-flow-scripts/flow DESIGN_CONFIG=/design/flow/config.mk WORK_HOME=/design/flow/orfs finish
==> out/qor.csv <==
stage,metric,value,unit
sta,drv_slew,0,
cells_and_area,logic_gate_count,0,
floorplan,io_pins,128,
place,dp_hpwl,2.69,mm
logic_synthesis,yosys_area,240,sq um
critical_path,cp.required,0.80,ns
floorplan,placeableCoreArea,3420,sq um
sta,fmax,1010,MHz
place,placedInstanceArea,1580,sq um
critical_path,critPathTopFamily,buffers and inverters,
logic_synthesis,synthTopCellsByCount,inv_1,
logic_synthesis,yosysUniqueCellTypes,1,
power_and_ir_drop,cellLeakagePower,1.17,nW
sta,min_period_over_period,0.991,
flow_run,cap_viol_max_count,0,
cells_and_area,layout-drive-gt1-share,0.156,
logic_synthesis,top_cell,inv_1,
routing,via_per_inst,3.00,
critical_path,critical_path_buf_inv_count,3,
place,routabilityCongestion,0.796,
routing,drtAntennaViolNets,0,
logic_synthesis,ys_warn_count,0,
cells_and_area,fillers,377,
routing,num_vias,713,
sta,hold_viol_final,0,
critical_path,crit_type,input port to output pin,
cells_and_area,area_delta_synth_final,486,%
clock_network,ctsHoldBuffers,0,
critical_path,path_cells,"clkdlybuf4s50_1, inv_1, buf_2",
outcome,status,completed,
sta,worstMarginPinSlew,0.0625,ns
hold_path,hold_path.class,input port to output pin,
logic_synthesis,synth_cells,64,
cells_and_area,clkbuf_count,0,
grt,grt_first_pass_wirelength,3.90,mm
sta,rsz0062_at_grt,false,
clock_network,cts-resized-gates,159,
flow_run,warnings,32,
floorplan,die_width,80,um
routing,num_antenna_cells,0,
routing,wl,2.87,mm
sta,min_period,0.991,ns
grt,antenna_found_initial,0,
power_and_ir_drop,peakVddDrop,0.0000969,V
routing,wl_per_cell,12.1,um
critical_path,worst_setup_path_start_kind,input port,
critical_path,cp_max_fo,1,
cells_and_area,logic_area,0,sq um
place,io_buffers,128,
routing,drt-pass1-iter-count,2,
critical_path,worstPathArrival,0.79,ns
floorplan,die-height,80,um
cells_and_area,seq_cells,0,
sta,maxSlewHeadroom,0.958,
routing,drc,0,
critical_path,max_stage_delay,0.46,ns
cells_and_area,regArea,0,sq um
logic_synthesis,synth.top_cell.area_share,1.00,
floorplan,chip_area,6400,sq um
grt,grt_pass1_vias,739,
sta,setup_violations,0,
grt,gr-total-overflow,0,
clock_network,cts_setup_buffers,0,
critical_path,crit_path_top_delay_cell,clkdlybuf4s50_1,
grt,grt_use_total,0.0748,
cells_and_area,design_area,1410,sq um
logic_synthesis,synth.cell_area,240,sq um
logic_synthesis,top_area_cell,inv_1,
logic_synthesis,yosysSeqAreaShare,0,
power_and_ir_drop,p_total,0.000347,W
floorplan,fp_util,0.0703,
power_and_ir_drop,p_per_area,247,nW/um^2
grt,grt_max_degree,2,
routing,drt_iter0_drc,2,
logic_synthesis,ys_cells,64,
logic_synthesis,syn_avg_cell_area,3.75,sq um
floorplan,rows,21,
logic_synthesis,netlist_top_cells_area,inv_1,
critical_path,end_kind,output pin,
stage by stage:
step / setup TNS, ns / hold slack, ns / setup slack [ns] / utilization / std cells
floorplan: 0 / 0.409 / 0.587 / - / 64
global placement: -19.79 / 1.28 / -0.331 / 0.462 / 238
detailed placement: -19.83 / 1.28 / -0.326 / 0.462 / 238
CTS: 0 / 0.737 / 0.00184 / 0.393 / 238
global route: 0 / 0.630 / 0.000795 / 0.412 / 238
finish: 0 / 0.615 / 0.00905 / 0.412 / 238
final timing paths:
kind	start	end	slack [ns]	cells after the start
setup / recovery	data[32]	compdata[32]	0.009	3
hold / removal	data[39]	compdata[39]	0.61	3
report_power, final:
group | internal, W | switching (W)
logic | 0.000269 | 0.0000784
clock network | 0 | 0
registers | 0 | 0
layer usage:
metal,wire (um),vias to the layer above,global-route usage
met5,0,-,0
met4,0,0,0
met3,406,0,0.0386
met2,1530,57,0.147
met1,937,272,0.0705
li1,-,384,-
placed cells by master (no fill, tap or decap):
master           synthesis  layout
buf_2                    0      30
clkdlybuf4s50_1          0       3
dlygate4sd2_1            0      69
dlymetal6s2s_1           0      26
inv_1                   64      64
final cells by class:
type / instances / area [sq um] / area share
Tap cell: 46 / 57.6 / 0.0409
Inverter: 64 / 240 / 0.171
Timing Repair Buffer: 128 / 1110 / 0.788
logic make-up (layout without fill, tap and decap cells):
kind of cell	Yosys count	after routing	synth area share
buf+inv	64	192	1.00
